--- flow/constraint.sdc ---
current_design button_counter_top

set clk_period 2.8
set clk_io_pct 0.2

create_clock -name clk0 -period $clk_period [get_ports {i_Clk}]

set non_clock_inputs [all_inputs -no_clocks]
set_input_delay [expr $clk_period * $clk_io_pct] -clock clk0 $non_clock_inputs
set_output_delay [expr $clk_period * $clk_io_pct] -clock clk0 [all_outputs]
--- flow/config.mk ---
export PLATFORM = sky130hd
export DESIGN_NAME = button_counter_top
export DESIGN_NICKNAME = button_counter_top
export VERILOG_FILES = /design/flow/design.v
export SDC_FILE = /design/flow/constraint.sdc
export NUM_CORES = 4
export LEC_CHECK = 1
export CORE_UTILIZATION = 30
--- flow/design.v ---
module button_counter #(
    parameter DEBOUNCE_TIME = 250_000   
)(
    input wire i_Clk,            
    input wire i_Switch_1,       
    input wire i_Switch_2,       
    output wire [6:0] o_Segments   
);
    reg r_Sync1_1 = 0;
    reg r_Sync1_2 = 0;
    reg [17:0] r_Debounce1_Count = 0;
    reg r_Switch1_State = 0;
    always @(posedge i_Clk) begin
        r_Sync1_1 <= i_Switch_1;
        r_Sync1_2 <= r_Sync1_1;
        if (r_Sync1_2 != r_Switch1_State) begin
            r_Debounce1_Count <= r_Debounce1_Count + 1;
            if (r_Debounce1_Count >= DEBOUNCE_TIME) begin
                r_Switch1_State <= r_Sync1_2;
                r_Debounce1_Count <= 0;
            end
        end else begin
            r_Debounce1_Count <= 0;
        end
    end
    reg r_Sync2_1 = 0;
    reg r_Sync2_2 = 0;
    reg [17:0] r_Debounce2_Count = 0;
    reg r_Switch2_State = 0;
    always @(posedge i_Clk) begin
        r_Sync2_1 <= i_Switch_2;
        r_Sync2_2 <= r_Sync2_1;
        if (r_Sync2_2 != r_Switch2_State) begin
            r_Debounce2_Count <= r_Debounce2_Count + 1;
            if (r_Debounce2_Count >= DEBOUNCE_TIME) begin
                r_Switch2_State <= r_Sync2_2;
                r_Debounce2_Count <= 0;
            end
        end else begin
            r_Debounce2_Count <= 0;
        end
    end
    reg r_Switch1_Prev = 0;
    reg r_Switch2_Prev = 0;
    wire w_Inc_Edge = r_Switch1_State && !r_Switch1_Prev;   
    wire w_Dec_Edge = r_Switch2_State && !r_Switch2_Prev;   
    always @(posedge i_Clk) begin
        r_Switch1_Prev <= r_Switch1_State;
        r_Switch2_Prev <= r_Switch2_State;
    end
    reg [3:0] r_Counter = 0;
    always @(posedge i_Clk) begin
        if (w_Inc_Edge && w_Dec_Edge) begin
            if (r_Counter == 9)
                r_Counter <= 0;
            else
                r_Counter <= r_Counter + 1;
        end else if (w_Inc_Edge) begin
            if (r_Counter == 9)
                r_Counter <= 0;
            else
                r_Counter <= r_Counter + 1;
        end else if (w_Dec_Edge) begin
            if (r_Counter == 0)
                r_Counter <= 9;
            else
                r_Counter <= r_Counter - 1;
        end
    end
    reg [6:0] r_Segments;
    always @(*) begin
        case (r_Counter)
            4'd0: r_Segments = 7'b0111111;   
            4'd1: r_Segments = 7'b0000110;   
            4'd2: r_Segments = 7'b1011011;   
            4'd3: r_Segments = 7'b1001111;   
            4'd4: r_Segments = 7'b1100110;   
            4'd5: r_Segments = 7'b1101101;   
            4'd6: r_Segments = 7'b1111101;   
            4'd7: r_Segments = 7'b0000111;   
            4'd8: r_Segments = 7'b1111111;   
            4'd9: r_Segments = 7'b1101111;   
            default: r_Segments = 7'b0000000;   
        endcase
    end
    assign o_Segments = ~r_Segments;   
endmodule
module button_counter_top(
    input wire i_Clk,
    input wire i_Switch_1,
    input wire i_Switch_2,
    output wire o_Segment2_A,
    output wire o_Segment2_B,
    output wire o_Segment2_C,
    output wire o_Segment2_D,
    output wire o_Segment2_E,
    output wire o_Segment2_F,
    output wire o_Segment2_G
);
    wire [6:0] w_Segments;
    button_counter #(
        .DEBOUNCE_TIME(250_000)   
    ) counter_inst (
        .i_Clk(i_Clk),
        .i_Switch_1(i_Switch_1),
        .i_Switch_2(i_Switch_2),
        .o_Segments(w_Segments)
    );
    assign {o_Segment2_G, o_Segment2_F, o_Segment2_E, o_Segment2_D,
            o_Segment2_C, o_Segment2_B, o_Segment2_A} = w_Segments;
endmodule
--- flow/run.sh ---
#!/bin/bash
# OpenROAD 26Q1-2900-gdf79404cd8, Yosys 0.63+post, stock flow scripts
make -C /OpenROAD-flow-scripts/flow DESIGN_CONFIG=/design/flow/config.mk WORK_HOME=/design/flow/orfs finish
==> reports/qor.csv <==
metric,value,unit
yosys simple share,0.248,
detail-routed via count per cell,4.67,
Fmax,395,MHz
CP max stage delay,490,ps
worst skew pair latency,300,ps
Main logic family,simple AND/OR/NAND/NOR gates,
clock root cell,clkbuf_8,
relative max-transition margin,0.523,
Layout Area Growth over Synthesis,12.3,%
xor/xnor cell area share of the yosys netlist,0.121,
register area share after synthesis,0.439,
cell area after synthesis,2320,µm²
ys cells,263,
clk sinks,48,
Avg WL per Cell,10.5,µm
Netlist cell types,35,
Max VDD drop,221,µV
die span in y,90.0,µm
Clock Tree Buf Depth,2,
layout cells sized above 1,0.0440,
Slew @ Worst Pin,715,ps
vias in the first global route,1503,
outcome,"complete, no violations",
startpoint types,flip-flop,
Total GRT Usage,0.100,
Rows,31,
I/O Buffers,9,
max cap viols,0,
routed vias,1738,
CP Cell Sequence,inv_1 > ha_1 > or2_2 > a21oi_1 > nor2_1 > clkdlybuf4s50_1,
pwr/cell area,455,nW/µm²
RSZ-0062 raised after global routing,false,
"Adder Share, Synth",0.0592,
Max Clock Skew,10.3,ps
critical path arrival,1970,ps
CTS Buf Count,5,
setup TNS,0,ps
DPL Wire Length,2630,µm
Worst Path Max Fanout,8,
Hold Crit Class,reg -> reg,
Worst setup EP type,output pin,
CTS tree,yes,
final setup vio count,0,
setup repair bufs after CTS,0,
Filler Cell Count,756,
cycle use final,0.904,
Final Max Slew Viols,0,
Final Util,0.354,
DRC errors left,0,
initial antenna violation count,0,
Avg Inst Size Synth,8.84,µm²
Mux area share,0.00431,
DRC marker count from the first detailed-route iteration,95,
Post-DRT Antenna Nets,0,
fp_density,0.315,
CP required,2240,ps
total iterations of the first detailed-routing run,4,
Post-synth regs,48,
Yosys Chip Area,2320,µm²
Routed WL,3920,µm
CTS HTree Levels,2,
largest net degree at the start of global routing,19,
post_cts resized,0,
Post-Synth AOI/OAI Area,0.0845,
Pleak,0.884,nW
Die ar.,8110,µm²
remaining global-route overflow,0,
first-pass GRT wire length,6760,µm
n_diodes,0,
die width,90.0,µm
WS Path Type,reg -> out,
Crit-path slowest cell,edfxtp_1,
cts hold-fix bufs,0,
"Hold Vio Cnt, Final",0,
"CTS clk-pin slew, worst paths",80,ps
core area,7370,µm²
tool warnings,35,
Post-Syn Instances,263,
GP Congestion,0.876,
min Tclk post-route,2530,ps
Ys Warns,1,
io pins,10,
-- critical path: cells and delay by family, from the launching register on --
| family | cells | cell delay, ps |
|---|---|---|
| flip-flops | 1 | 490 |
| AND/OR/NAND/NOR | 2 | 330 |
| buffers and inverters | 2 | 540 |
| AND-OR/OR-AND | 1 | 130 |
| adder cells (fa/ha/maj) | 1 | 190 |
-- cells in the final DEF, fill, tap and decap left out, types with 2 or more instances in the layout --
master	count
dfxtp_1	42
nor4_1	12
o31ai_1	3
nor2b_1	2
nand3_1	13
o21bai_1	2
clkbuf_1	2
xnor2_1	28
clkbuf_8	5
nand4_1	8
edfxtp_1	6
nor3b_1	2
nand2_1	12
nor2_1	45
o22ai_1	3
clkdlybuf4s50_1	9
nand2b_1	4
and3_1	2
ha_1	11
o21ai_0	8
inv_1	18
a21oi_1	11
a311o_1	2
xor2_1	4
nor3_1	6
-- stage by stage --
step / cell area, µm² / setup WS (ps) / instances / power (W) / hold WS (ps)
2_1_floorplan: 2320 / 1110 / 263 / 0.000750 / 310
3_3_place_gp: 2510 / 635 / 364 / 0.000757 / 318
3_5_place_dp: 2510 / 604 / 364 / 0.000758 / 313
4_1_cts: 2610 / 267 / 372 / 0.00120 / 335
5_1_grt: 2610 / 81.3 / 372 / 0.00124 / 345
6_report: 2610 / 268 / 372 / 0.00119 / 334
-- flip-flops by register name, summed over array words and instances (netlist names) --
name and cells:
counter_inst.r_Sync1_2 1, counter_inst.r_Debounce2_Count 18, counter_inst.r_Sync1_1 1, counter_inst.r_Sync2_1 1, counter_inst.r_Sync2_2 1, counter_inst.r_Counter 4
counter_inst.r_Switch1_State 1, counter_inst.r_Switch2_State 1, counter_inst.r_Switch1_Prev 1, counter_inst.r_Switch2_Prev 1, counter_inst.r_Debounce1_Count 18
-- synth_stat cells, drive strengths merged --
cell,number,area [µm²]
edfxtp,6,180
dfxtp,42,841
nand2,12,45.0
nor3b,2,15.0
o31ai,3,22.5
or4,1,7.51
o21ai,8,40.0
xnor2,28,245
a311o,2,20.0
clkbuf,3,11.3
o22ai,3,18.8
inv,18,67.6
nor3,6,30.0
a41oi,1,8.76
nand3,14,75.1
or3,1,6.26
mux2i,1,10.0
nor4,13,96.3
o221ai,1,8.76
o21a,1,7.51
nor2,45,169
ha,11,138
and3,2,12.5
nand2b,4,25.0
a21oi,11,55.1
o21bai,2,15.0
nor2b,2,12.5
and4bb,1,12.5
xor2,4,35.0
nand4,9,62.6
buf,5,25.0
or2,1,6.26
-- cells by family (layout without fill, tap and decap cells) --
logic type	after synthesis	in the layout
AND/OR/NAND/NOR	113	113
flip-flops	48	48
AND-OR/OR-AND	32	32
XOR/XNOR	32	32
buffers and inverters	26	36
adder cells (fa/ha/maj)	11	11
multiplexers	1	1
-- power breakdown --
group / total (W) / switching (W) / internal, W
Combinational: 0.0000273 / 0.0000160 / 0.0000113
Clock: 0.000446 / 0.000215 / 0.000231
Sequential: 0.000715 / 0.0000100 / 0.000705
Total: 0.00119 / 0.000241 / 0.000948
-- metal layers --
layer  up-vias  global-route usage  part of all wire
li1        914                   -                 -
met5         -                   0                 0
met1       792               0.155              0.53
met3         5              0.0206             0.035
met2        27               0.152              0.42
met4         0              0.0108             0.012
-- worst paths after layout --
check,to,slack [ps],startpoint,depth (start not counted)
min reg2reg,counter_inst.r_Sync2_2$_DFF_P_,330,counter_inst.r_Sync2_1$_DFF_P_,0
min,counter_inst.r_Sync2_2$_DFF_P_,330,counter_inst.r_Sync2_1$_DFF_P_,0
max,o_Segment2_D,270,counter_inst.r_Counter[1]$_DFFE_PP_,6
max reg2reg,counter_inst.r_Debounce2_Count[17]$_SDFF_PP0_,850,counter_inst.r_Debounce2_Count[4]$_SDFF_PP0_,4
-- final cells by class --
class | count | area, µm² | share of cell area
sequential | 48 | 1020 | 0.391
multi-input combinational | 189 | 1200 | 0.460
timing repair buffer | 10 | 97.6 | 0.0374
inverter | 18 | 67.6 | 0.0259
clock buffer | 8 | 101 | 0.0388
tap | 99 | 124 | 0.0474
Power is estimated from default activity; no workload was simulated.
