==> ./design.v <==
module controlled_dual_counter #(
    parameter HALF_SECOND = 12_500_000   
)(
    input wire i_Clk,            
    input wire i_Switch_1,       
    input wire i_Switch_2,       
    output wire o_Segment1_A,
    output wire o_Segment1_B,
    output wire o_Segment1_C,
    output wire o_Segment1_D,
    output wire o_Segment1_E,
    output wire o_Segment1_F,
    output wire o_Segment1_G,
    output wire o_Segment2_A,
    output wire o_Segment2_B,
    output wire o_Segment2_C,
    output wire o_Segment2_D,
    output wire o_Segment2_E,
    output wire o_Segment2_F,
    output wire o_Segment2_G
);
    reg [23:0] r_Clk_Count = 0;
    reg r_Enable = 0;
    reg [6:0] r_Counter = 0;
    wire [3:0] w_Tens;
    wire [3:0] w_Units;
    assign w_Tens  = r_Counter / 10;
    assign w_Units = r_Counter % 10;
    reg [6:0] r_Segments_Tens;
    reg [6:0] r_Segments_Units;
    always @(posedge i_Clk) begin
        if (r_Clk_Count == HALF_SECOND - 1) begin
            r_Clk_Count <= 0;
            r_Enable <= 1;
        end else begin
            r_Clk_Count <= r_Clk_Count + 1;
            r_Enable <= 0;
        end
    end
    always @(posedge i_Clk) begin
        if (i_Switch_2) begin
            r_Counter <= 0;
        end else if (r_Enable && i_Switch_1) begin
            if (r_Counter == 99)
                r_Counter <= 0;   
            else
                r_Counter <= r_Counter + 1;
        end
    end
    always @(*) begin
        case (w_Tens)
            4'd0: r_Segments_Tens = 7'b0111111;   
            4'd1: r_Segments_Tens = 7'b0000110;   
            4'd2: r_Segments_Tens = 7'b1011011;   
            4'd3: r_Segments_Tens = 7'b1001111;   
            4'd4: r_Segments_Tens = 7'b1100110;   
            4'd5: r_Segments_Tens = 7'b1101101;   
            4'd6: r_Segments_Tens = 7'b1111101;   
            4'd7: r_Segments_Tens = 7'b0000111;   
            4'd8: r_Segments_Tens = 7'b1111111;   
            4'd9: r_Segments_Tens = 7'b1101111;   
            default: r_Segments_Tens = 7'b0000000;   
        endcase
    end
    always @(*) begin
        case (w_Units)
            4'd0: r_Segments_Units = 7'b0111111;   
            4'd1: r_Segments_Units = 7'b0000110;   
            4'd2: r_Segments_Units = 7'b1011011;   
            4'd3: r_Segments_Units = 7'b1001111;   
            4'd4: r_Segments_Units = 7'b1100110;   
            4'd5: r_Segments_Units = 7'b1101101;   
            4'd6: r_Segments_Units = 7'b1111101;   
            4'd7: r_Segments_Units = 7'b0000111;   
            4'd8: r_Segments_Units = 7'b1111111;   
            4'd9: r_Segments_Units = 7'b1101111;   
            default: r_Segments_Units = 7'b0000000;   
        endcase
    end
    assign {o_Segment1_G, o_Segment1_F, o_Segment1_E, o_Segment1_D,
            o_Segment1_C, o_Segment1_B, o_Segment1_A} = ~r_Segments_Tens;
    assign {o_Segment2_G, o_Segment2_F, o_Segment2_E, o_Segment2_D,
            o_Segment2_C, o_Segment2_B, o_Segment2_A} = ~r_Segments_Units;
endmodule
==> ./run.sh <==
#!/bin/bash
# OpenROAD 26Q1-2900-gdf79404cd8, Yosys 0.63+post, stock flow scripts
make -C /OpenROAD-flow-scripts/flow DESIGN_CONFIG=/design/flow/config.mk WORK_HOME=/design/flow/orfs finish
==> ./config.mk <==
export PLATFORM = sky130hd
export DESIGN_NAME = controlled_dual_counter
export DESIGN_NICKNAME = controlled_dual_counter
export VERILOG_FILES = /design/flow/design.v
export SDC_FILE = /design/flow/constraint.sdc
export NUM_CORES = 4
export LEC_CHECK = 1
export CORE_UTILIZATION = 40
==> ./constraint.sdc <==
current_design controlled_dual_counter

set clk_period 6.8
set clk_io_pct 0.2

create_clock -name clk0 -period $clk_period [get_ports {i_Clk}]

set non_clock_inputs [all_inputs -no_clocks]
set_input_delay [expr $clk_period * $clk_io_pct] -clock clk0 $non_clock_inputs
set_output_delay [expr $clk_period * $clk_io_pct] -clock clk0 [all_outputs]
==> impl_metrics.toml <==
# implementation run metrics
[final_timing]
whs_ps = 467.5
grt_setup_unrepaired = "false"
hold_viol = 0
worstMarginPinSlew_ps = 654.8
max_freq_mhz = 163.9
finalMaxSlewViolations = 0
clock-skew-final_ps = 4.870
setup_viol = 0
finalSetupTns_ps = 0
fin_crit_ps = 6100
fin_crit_sh = 0.8971
maxSlewHeadroom = 0.5635

[yosys]
synth_flops = 32
ys.flop_type = "dfxtp_1"
yosys_cells = 312
synth_area_leader_cell = "dfxtp_1"
avgSynthCellArea_um2 = 7.888
yosys_area_um2 = 2461
muxShareOfSynthArea = 0.004067
ys_seq_frac = 0.2603
synthAdderAreaFrac = 0.07626
ys_warn_count = 1
netlist_area_um2 = 2461
netlist_logic_family_top = "simple AND/OR/NAND/NOR gates"
synthAoiAreaFrac = 0.2247
synthTopCellsByArea = "dfxtp_1 (26%), ha_1 (7.6%), xnor2_1 (6.4%)"
enable_flop_cells = 0
syn_inst = 312
top_cell_area_share = 0.2603
simple_gate_share = 0.2578
xor_share = 0.1063
synthDistinctLibCells = 67
async_flop_share = 0

[global_routing]
grt_util_met2 = 0.2746
grt_max_degree = 27
grt_pass1_wl_um = 8487
met1_usage = 0.2426
globalRouteOverflowTotal = 0
grt-busiest-layer = "met2"
grt_pass1_vias = 1922
grt_usage = 0.1658
use_met3 = 0.02422
grt_antenna_before_repair = 0

[place]
placed_cells = 391
gp_congestion = 0.8726
dp_hpwl_um = 3589
portBuffers = 16

[floorplan]
die_w_um = 80.44
die_h_um = 80.44
dieArea_um2 = 6471
fp_util = 0.4157
ioPinCount = 17
num_rows = 28
coreArea_um2 = 5921

[routing]
diodes = 0
ant_nets = 0
drt-initial-drc-count = 104
drt_wl_total_um = 4912
num_vias = 2129
drtPass1Iterations = 4
post_drt_wl_per_cell_um = 12.31
via_per_inst = 5.336
drc_errors = 0

[cells_and_area]
drive_gt1_frac = 0.07407
final_cells = 399
n_fill_cell = 586
regArea_um2 = 640.6
mi_logic_area_um2 = 1647
syn_to_final_growth_pct = 11.59

[setup_path]
arrival_ps = 4740
cp_data_required_time_ps = 5440
cp_max_fo = 19
reg2regPathDepth = 7
end_kind = "primary output"
criticalPathCategory = "reg -> out"
cp-start-kind = "register"

[clock_tree]
clockBufferDepth = 2
ctsResizeCount = 0
cts.sinks = 32
htree_levels = 2
root_buffer = "clkbuf_8"
ctsHoldBuffers = 0
cts_setup_buffers = 0
clk_pin_slew_ps = 60
cts-buffers-inserted = 5
clk_latency_ps = 280
tritoncts = "built"

[power_and_ir_drop]
ir_worst_vdd_mv = 0.1699
leakagePower_uw = 0.001023
cellPowerDensity_nw_per_um2 = 132.6

[worst_hold_path]
hold_path_class = "reg -> reg"
whs_path_depth = 1

[outcome]
outcome = "finished clean"

[job]
cap_violations = 0
tool_warnings = 36
==> layout by cell type (no fill, tap or decap), drive strengths merged, types with 2 or more instances in the layout <==
| master | n |
|---|---|
| nor2 | 34 |
| nand2 | 33 |
| dfxtp | 32 |
| inv | 20 |
| a21oi | 19 |
| nand3 | 19 |
| xnor2 | 19 |
| o21ai | 17 |
| clkdlybuf4s50 | 16 |
| ha | 15 |
| xor2 | 10 |
| nand4 | 6 |
| clkbuf | 6 |
| nor3 | 5 |
| nor2b | 5 |
| nand2b | 4 |
| o211ai | 4 |
| o21a | 4 |
| a311oi | 3 |
| buf | 3 |
| o22ai | 3 |
| a21boi | 2 |
| a211oi | 2 |
| nor3b | 2 |
| a22oi | 2 |
| o311a | 2 |
| and3 | 2 |
| a32o | 2 |
| nor4 | 2 |
| or3b | 2 |
| or2 | 2 |
| nor4b | 2 |
==> kinds of logic after synthesis <==
logic type	count (synthesis)
DFF	32
adders and majority gates	15
xor gates and xnor gates	29
AOI/OAI and AO/OA	76
muxes	1
and+or+nand+nor	124
buffers and inverters	35
==> final timing paths <==
check | from | endpoint | slack (ps)
worst max-delay path | r_Counter[4] | o_Segment2_D | 700
worst min-delay path | r_Clk_Count[0] | r_Clk_Count[0] | 470
worst max register to register | r_Clk_Count[2] | r_Clk_Count[21] | 4800
worst min register to register | r_Clk_Count[0] | r_Clk_Count[0] | 470
==> cell usage after synthesis, types with 2 or more instances <==
cell type / n
clkbuf_1: 5
o311a_1: 2
a311oi_1: 3
a211oi_1: 2
dfxtp_1: 32
nor2b_1: 3
nand4_1: 6
and3_1: 2
nor3_1: 5
a21oi_1: 18
ha_1: 15
a32o_1: 2
o22ai_1: 2
nor4_1: 2
buf_2: 4
buf_4: 2
o21ai_0: 17
nand2_1: 32
a22oi_1: 2
nand2b_1: 4
inv_1: 20
xnor2_1: 18
o211ai_1: 4
nor2_1: 34
buf_6: 4
a21boi_0: 2
nand3_1: 18
xor2_1: 10
o21a_1: 3
nor3b_1: 2
==> registers in the layout (all words and copies together) (netlist names) <==
name,flops
r_Clk_Count,24
r_Enable,1
r_Counter,7
==> report_power, final <==
part	switching [uW]	leakage [uW]	total, uW	internal, uW
registers	0.000000000000272	0.000258	187	187
logic	1.18	0.000711	2.75	1.57
clock network	65.4	0.0000552	174	109
total	66.6	0.00102	364	298
==> per-stage QoR <==
step	worst slack, ps	cell area (um2)	total power (uW)	util
floorplan	2268	2461	192.3	-
global placement	1142	2639	194.4	0.4457
detailed placement	1028	2639	194.3	0.4457
CTS	706.9	2746	369.7	0.4639
global route	183.0	2746	379.5	0.4639
finish	699.9	2746	364.2	0.4639
==> critical path: stages, from the launching register on <==
cell             delay (ps)
dfxtp_1                 720
nor2_1                  210
inv_1                   180
ha_1                    310
nor2b_4                 260
a21oi_1                 100
o22ai_2                 270
o2111ai_1               150
a21oi_2                 570
xnor2_1                 220
inv_1                   140
ha_1                    240
nand2_1                  70
o2111a_1                260
a311oi_1                240
clkdlybuf4s50_1         490
==> metal layers <==
metal | share of wire | routed length (um)
met1 | 0.51 | 2519
met2 | 0.46 | 2260
met3 | 0.025 | 121
met4 | 0.0020 | 10
met5 | 0 | 0
==> area by class of cell <==
class	instances	share of cell area
Clock buffer	6	0.02642
Sequential cell	32	0.2333
Clock inverter	2	0.01276
Inverter	20	0.02733
Timing Repair Buffer	19	0.06651
Multi-Input combinational cell	245	0.5995
Tap cell	75	0.03417
Power figures rest on the tool's default switching activity, not on a simulated workload.
