<file path="design.v">
module stopwatch #(
    parameter DEBOUNCE_TIME = 250_000,   
    parameter CENTISECOND = 250_000      
)(
    input wire i_Clk,
    input wire i_Switch_1,       
    input wire i_Switch_2,       
    output wire [6:0] o_Segments1,   
    output wire [6:0] o_Segments2    
);
    localparam IDLE    = 2'b00;   
    localparam RUNNING = 2'b01;   
    localparam STOPPED = 2'b10;   
    reg [1:0] r_State = IDLE;
    reg r_Sync1_1 = 0;
    reg r_Sync1_2 = 0;
    reg [17:0] r_Debounce1_Count = 0;
    reg r_Switch1_State = 0;
    always @(posedge i_Clk) begin
        r_Sync1_1 <= i_Switch_1;
        r_Sync1_2 <= r_Sync1_1;
        if (r_Sync1_2 != r_Switch1_State) begin
            r_Debounce1_Count <= r_Debounce1_Count + 1;
            if (r_Debounce1_Count >= DEBOUNCE_TIME) begin
                r_Switch1_State <= r_Sync1_2;
                r_Debounce1_Count <= 0;
            end
        end else begin
            r_Debounce1_Count <= 0;
        end
    end
    reg r_Sync2_1 = 0;
    reg r_Sync2_2 = 0;
    reg [17:0] r_Debounce2_Count = 0;
    reg r_Switch2_State = 0;
    always @(posedge i_Clk) begin
        r_Sync2_1 <= i_Switch_2;
        r_Sync2_2 <= r_Sync2_1;
        if (r_Sync2_2 != r_Switch2_State) begin
            r_Debounce2_Count <= r_Debounce2_Count + 1;
            if (r_Debounce2_Count >= DEBOUNCE_TIME) begin
                r_Switch2_State <= r_Sync2_2;
                r_Debounce2_Count <= 0;
            end
        end else begin
            r_Debounce2_Count <= 0;
        end
    end
    reg r_Switch1_Prev = 0;
    reg r_Switch2_Prev = 0;
    wire w_StartStop_Edge = r_Switch1_State && !r_Switch1_Prev;
    wire w_Reset_Edge = r_Switch2_State && !r_Switch2_Prev;
    always @(posedge i_Clk) begin
        r_Switch1_Prev <= r_Switch1_State;
        r_Switch2_Prev <= r_Switch2_State;
    end
    reg [17:0] r_Clk_Count = 0;
    reg r_Enable = 0;
    always @(posedge i_Clk) begin
        if (r_Clk_Count == CENTISECOND - 1) begin
            r_Clk_Count <= 0;
            r_Enable <= 1;
        end else begin
            r_Clk_Count <= r_Clk_Count + 1;
            r_Enable <= 0;
        end
    end
    reg [6:0] r_Counter = 0;
    always @(posedge i_Clk) begin
        if (w_Reset_Edge) begin
            r_State <= IDLE;
            r_Counter <= 0;
        end else begin
            case (r_State)
                IDLE: begin
                    if (w_StartStop_Edge)
                        r_State <= RUNNING;
                end
                RUNNING: begin
                    if (w_StartStop_Edge) begin
                        r_State <= STOPPED;
                    end else if (r_Enable) begin
                        if (r_Counter == 99)
                            r_Counter <= 0;   
                        else
                            r_Counter <= r_Counter + 1;
                    end
                end
                STOPPED: begin
                    if (w_StartStop_Edge)
                        r_State <= RUNNING;   
                end
                default: begin
                    r_State <= IDLE;
                end
            endcase
        end
    end
    wire [3:0] w_Tens = r_Counter / 10;
    wire [3:0] w_Units = r_Counter % 10;
    reg [6:0] r_Segments_Tens;
    reg [6:0] r_Segments_Units;
    always @(*) begin
        case (w_Tens)
            4'd0: r_Segments_Tens = 7'b0111111;
            4'd1: r_Segments_Tens = 7'b0000110;
            4'd2: r_Segments_Tens = 7'b1011011;
            4'd3: r_Segments_Tens = 7'b1001111;
            4'd4: r_Segments_Tens = 7'b1100110;
            4'd5: r_Segments_Tens = 7'b1101101;
            4'd6: r_Segments_Tens = 7'b1111101;
            4'd7: r_Segments_Tens = 7'b0000111;
            4'd8: r_Segments_Tens = 7'b1111111;
            4'd9: r_Segments_Tens = 7'b1101111;
            default: r_Segments_Tens = 7'b0000000;
        endcase
    end
    always @(*) begin
        case (w_Units)
            4'd0: r_Segments_Units = 7'b0111111;
            4'd1: r_Segments_Units = 7'b0000110;
            4'd2: r_Segments_Units = 7'b1011011;
            4'd3: r_Segments_Units = 7'b1001111;
            4'd4: r_Segments_Units = 7'b1100110;
            4'd5: r_Segments_Units = 7'b1101101;
            4'd6: r_Segments_Units = 7'b1111101;
            4'd7: r_Segments_Units = 7'b0000111;
            4'd8: r_Segments_Units = 7'b1111111;
            4'd9: r_Segments_Units = 7'b1101111;
            default: r_Segments_Units = 7'b0000000;
        endcase
    end
    assign o_Segments1 = ~r_Segments_Tens;
    assign o_Segments2 = ~r_Segments_Units;
endmodule
module stopwatch_top(
    input wire i_Clk,
    input wire i_Switch_1,
    input wire i_Switch_2,
    output wire o_Segment1_A,
    output wire o_Segment1_B,
    output wire o_Segment1_C,
    output wire o_Segment1_D,
    output wire o_Segment1_E,
    output wire o_Segment1_F,
    output wire o_Segment1_G,
    output wire o_Segment2_A,
    output wire o_Segment2_B,
    output wire o_Segment2_C,
    output wire o_Segment2_D,
    output wire o_Segment2_E,
    output wire o_Segment2_F,
    output wire o_Segment2_G
);
    wire [6:0] w_Segments1;
    wire [6:0] w_Segments2;
    stopwatch #(
        .DEBOUNCE_TIME(250_000),   
        .CENTISECOND(250_000)      
    ) stopwatch_inst (
        .i_Clk(i_Clk),
        .i_Switch_1(i_Switch_1),
        .i_Switch_2(i_Switch_2),
        .o_Segments1(w_Segments1),
        .o_Segments2(w_Segments2)
    );
    assign {o_Segment1_G, o_Segment1_F, o_Segment1_E, o_Segment1_D,
            o_Segment1_C, o_Segment1_B, o_Segment1_A} = w_Segments1;
    assign {o_Segment2_G, o_Segment2_F, o_Segment2_E, o_Segment2_D,
            o_Segment2_C, o_Segment2_B, o_Segment2_A} = w_Segments2;
endmodule
</file>
<file path="run.sh">
#!/bin/bash
# OpenROAD 26Q1-2900-gdf79404cd8, Yosys 0.63+post, stock flow scripts
make -C /OpenROAD-flow-scripts/flow DESIGN_CONFIG=/design/flow/config.mk WORK_HOME=/design/flow/orfs finish
</file>
<file path="config.mk">
export PLATFORM = sky130hd
export DESIGN_NAME = stopwatch_top
export DESIGN_NICKNAME = stopwatch_top
export VERILOG_FILES = /design/flow/design.v
export SDC_FILE = /design/flow/constraint.sdc
export NUM_CORES = 4
export LEC_CHECK = 1
export CORE_UTILIZATION = 50
</file>
<file path="constraint.sdc">
current_design stopwatch_top

set clk_period 4.1
set clk_io_pct 0.2

create_clock -name clk0 -period $clk_period [get_ports {i_Clk}]

set non_clock_inputs [all_inputs -no_clocks]
set_input_delay [expr $clk_period * $clk_io_pct] -clock clk0 $non_clock_inputs
set_output_delay [expr $clk_period * $clk_io_pct] -clock clk0 [all_outputs]
</file>
==> changes_impl.md <==
## Flow update

- Final Cycle Share: 1.04
- Row Count: 33
- WS Path Type: flop to output port
- Die width: around 94 um
- Synth Area per Inst: 8.22 sq um
- Routed wire length: between 8 and 9 mm
- CTS Buf Count: 9
- Layout Skew: between 0.01 and 0.015 ns
- PwrDens: 257 nW/um^2
- Crit Path Max Fanout: 7
- Failing checks: negative setup slack
- Vias: between 3000 and 4000
- Asr flop ratio synth: 0
- Iteration-0 DRC Markers: 146
- WP data required: 3.28 ns
- Critical path arrival: roughly 3.4 ns
- Crit path launch: stopwatch_inst.r_Counter[4]
- Fin. max-slew vios: 0
- Latency at later pin: 0.34 ns
- Worst hold path class: flop to flop
- Post-route ant nets: 0
- Worst setup EP type: output port
- Placed cell area: around 4700 sq um
- Antenna violations before repair: 0
- Max Cap Viol: 0
- Flops & latches, synth: between 70 and 80
- Worst relative slew slack: 0.424
- Top Usage Layer GRT: met2
- Vias per inst: approximately 5.4
- Hold Vio Cnt, Final: 0
- Final min period: roughly 4.3 ns
- Die y size: roughly 94 um
- Number of buffers added on ports: 16
- Dominant cell area share: 0.334
- Placer's final routability congestion estimate: roughly 0.92
- Tool warnings: around 42
- R2r startpoint: stopwatch_inst.r_Switch1_State
- Grt met3 use: 0.0281
- CTS Buffer Depth: 2
- Cts hold-fix bufs: 0
- Post-route DRC: 0
- Grt met1 use: 0.328
- YS chip area: between 4000 and 5000 sq um
- Placed Cells: between 600 and 700
- CTS tree: built
- R2r setup slk: between 1.5 and 2 ns
- Fmax: 235 MHz
- Flip-flops with a built-in enable: 2
- Fraction of layout cells with a size suffix above 1: 0.222
- Floorplan Utilization: 0.514
- CTS root buf: clkbuf_8
- GRT overflow: 0
- Setup-failing EPs final: 4
- Critical Path Source Type: flop
- Core Area: 8180 sq um
- PnR worst setup slack: -0.156 ns
- Most frequent logic cell in the layout: dfxtp_1
- Peak supply drop: about 0.00028 V
- Status: complete, but fails checks
- Area grow syn2layout: 24.9%
- Slew of the pin with the lowest slew margin: 0.861 ns
- Post-route insts no fill: approximately 700
- Overall Power: 1350 uW
- Unrepaired setup endpoints after global routing: yes
- Largest area contributor in the netlist: dfxtp_1
- First-pass GRT wire length: around 15 mm
- Synth Flop Type: dfxtp_1
- Leakage: approximately 0.0022 uW
- Yosys Instances: just over 500
- Largest net degree at the start of global routing: 28
- Hold_sp: stopwatch_inst.r_Sync2_1
- Synth warnings: 1
- Global Route Usage Sum: 0.213
- Synth Seq Share: 0.348
- Cells after Synth: just over 500
- Vias in the first global route: about 3300
- Wire per inst: ~13 um
- Die area: a little under 9000 sq um
- GR Util met2: 0.336
- Cell Area, Synth: 4200 sq um
- H-tree levels: 3
- Clk sink count: slightly above 70
- Final Cell Area: 5250 sq um
- First-pass DRT Iterations: 5
- Detailed Place HPWL: 6.05 mm
- Reg clk slew, reported paths: about 0.070 ns
- Antenna diodes: 0
- Synth unique cells: roughly 67
- IO Pins: 17
- Top cells by area: dfxtp_1 (33%), nor2_1 (6.3%), ha_1 (5.7%)
- Top Layout Cells: dfxtp_1 (68), nor2_1 (67), buf_4 (53)
## cell usage after synthesis (4+ instances only)
master / n
xor2_1: 27
dfxtp_1: 70
inv_1: 16
o21ai_0: 22
nand2b_1: 6
nor4_1: 4
nor3b_1: 5
nor2b_1: 8
nor2_1: 70
o31ai_1: 4
or3_1: 8
clkbuf_1: 7
and3_1: 16
o211ai_1: 9
ha_1: 19
nand3_1: 25
a21oi_1: 34
mux2i_1: 5
buf_2: 7
nand4_1: 6
nor3_1: 12
nand2_1: 37
xnor2_1: 21
## layer usage
metal	routed length (um)	up-vias
met1	4600	1701
met4	107	0
met2	3900	69
met3	304	9
li1	-	1942
met5	0	-
## power by group
part	switching [uW]	total, uW	internal, uW
Combinational	10.4	18.0	7.62
Sequential	5.94	715	709
Clock	268	614	346
Total	285	1350	1060
## sequential cells by signal (all words and copies together) (netlist names)
name and count:
stopwatch_inst.r_Clk_Count 18, stopwatch_inst.r_Counter 7, stopwatch_inst.r_Debounce1_Count 18, stopwatch_inst.r_Debounce2_Count 18, stopwatch_inst.r_Enable 1, stopwatch_inst.r_State 2, stopwatch_inst.r_Switch1_Prev 1, stopwatch_inst.r_Switch1_State 1
stopwatch_inst.r_Switch2_Prev 1, stopwatch_inst.r_Switch2_State 1, stopwatch_inst.r_Sync1_1 1, stopwatch_inst.r_Sync1_2 1, stopwatch_inst.r_Sync2_1 1, stopwatch_inst.r_Sync2_2 1
## final cells by class
cell class                 instances  area, sq um
tap                              105          131
clock inverter                     6         91.3
inverter                          19         71.3
sequential                        72         1460
multi-input combinational        400         2750
fill                             685         2930
timing repair buffer              75          609
clock buffer                      10          128
## path summary, 6_finish.rpt
path	to	depth (start not counted)
max	o_Segment2_D	19
min	stopwatch_inst.r_Sync2_2	0
max reg2reg	stopwatch_inst.r_Counter[5]	6
min reg2reg	stopwatch_inst.r_Sync2_2	0
## kinds of logic (layout without fill, tap and decap cells)
group / count (synthesis) / after routing / share of synthesized area
AND-OR/OR-AND: 111 / 111 / 0.175
XOR/XNOR: 48 / 48 / 0.100
adder cells (fa/ha/maj): 19 / 19 / 0.0566
buffers and inverters: 39 / 110 / 0.0450
flip-flops: 72 / 72 / 0.348
multiplexers: 6 / 6 / 0.0155
AND/OR/NAND/NOR: 216 / 216 / 0.260
## worst max-delay path: stages, from the launching register on
cell and delay (ns):
dfxtp_2 0.34, nor2_4 0.11, inv_2 0.05, ha_4 0.29, nand4b_1 0.13, a21oi_1 0.08
mux2i_1 0.19, o211ai_1 0.16, buf_4 0.17, buf_4 0.12, buf_4 0.12, buf_4 0.12
buf_4 0.12, buf_4 0.12, buf_4 0.12, buf_4 0.12, a32o_2 0.21, a32o_1 0.20
a211o_1 0.22, buf_2 0.11
## per-stage QoR
step / util / worst slack (ns) / hold slack [ns] / setup TNS (ns)
2_1_floorplan: - / 0.00856 / 0.310 / 0
5_1_grt: 0.642 / -0.304 / 0.340 / -1.58
6_report: 0.642 / -0.156 / 0.330 / -0.398
3_5_place_dp: 0.572 / -0.0914 / 0.313 / -0.175
4_1_cts: 0.633 / -0.212 / 0.330 / -0.877
3_3_place_gp: 0.572 / -0.0729 / 0.314 / -0.0729
## timing repair
item	in CTS	in global routing
pin swaps	24	18
setup buffers	22	3
setup endpoints to repair	13	14
gates cloned	0	0
gates resized	53	21
Power and IR drop assume default switching activity.
